===== flow/run.sh =====
#!/bin/bash
# OpenROAD 26Q1-2900-gdf79404cd8, Yosys 0.63+post, stock flow scripts
make -C /OpenROAD-flow-scripts/flow DESIGN_CONFIG=/design/flow/config.mk WORK_HOME=/design/flow/orfs finish

===== flow/config.mk =====
export PLATFORM = sky130hd
export DESIGN_NAME = Robo
export DESIGN_NICKNAME = Robo
export VERILOG_FILES = /design/flow/design.v
export SDC_FILE = /design/flow/constraint.sdc
export NUM_CORES = 4
export LEC_CHECK = 1
export CORE_AREA = 10 10 70 70
export DIE_AREA = 0 0 80 80

===== flow/constraint.sdc =====
current_design Robo

set clk_period 2.1
set clk_io_pct 0.2

create_clock -name clk0 -period $clk_period [get_ports {clock}]

set non_clock_inputs [all_inputs -no_clocks]
set_input_delay [expr $clk_period * $clk_io_pct] -clock clk0 $non_clock_inputs
set_output_delay [expr $clk_period * $clk_io_pct] -clock clk0 [all_outputs]

===== flow/design.v =====
module Robo (head, left, clock, reset, avancar, girar);
input head, left, clock, reset;
output reg avancar, girar;  
reg [1:0] state;
parameter procurandoMuro = 2'b00,
          Rotacionando = 2'b01,
          AcompanhandoMuro = 2'b10;
initial begin
    state <= procurandoMuro;
end
always @(posedge clock or posedge reset) begin
    if (reset) begin
        state <= procurandoMuro;
    end else begin
        case (state)
            procurandoMuro : begin
                if ({head,left} == 2'b00) begin
                    state <= procurandoMuro;
                end
                if ({head,left} == 2'b01) begin
                    state <= AcompanhandoMuro;
                end
                if ({head,left} == 2'b10) begin
                    state <= Rotacionando;
                end
                if ({head,left} == 2'b11) begin
                    state <= Rotacionando;
                end
            end
            Rotacionando : begin
                if ({head,left} == 2'b00) begin
                    state <= Rotacionando;
                end
                if ({head,left} == 2'b01) begin
                    state <= AcompanhandoMuro;
                end
                if ({head,left} == 2'b10) begin
                    state <= Rotacionando;
                end
                if ({head,left} == 2'b11) begin
                    state <= Rotacionando;
                end
            end
            AcompanhandoMuro: begin
                if ({head,left} == 2'b00) begin
                    state <= procurandoMuro;
                end
                if ({head,left} == 2'b01) begin
                    state <= AcompanhandoMuro;
                end
                if ({head,left} == 2'b10) begin
                    state <= procurandoMuro;
                end
                if ({head,left} == 2'b11) begin
                    state <= Rotacionando;
                end
            end
            default: state <= procurandoMuro;
        endcase
    end
end
always @(state, head, left) begin
    case (state)
        procurandoMuro : begin
            if ({head,left} == 2'b00) begin
                avancar = 1'b1;
                girar = 1'b0;
            end
            if ({head,left} == 2'b01) begin
                avancar = 1'b1;
                girar = 1'b0;
            end
            if ({head,left} == 2'b10) begin
                avancar = 1'b0;
                girar = 1'b1;
            end
            if ({head,left} == 2'b11) begin
                avancar = 1'b0;
                girar = 1'b1;
            end
        end
        Rotacionando : begin
            if ({head,left} == 2'b00) begin
                avancar = 1'b0;
                girar = 1'b1;
            end
            if ({head,left} == 2'b01) begin
                avancar = 1'b1;
                girar = 1'b0;
            end
            if ({head,left} == 2'b10) begin
                avancar = 1'b0;
                girar = 1'b1;
            end
            if ({head,left} == 2'b11) begin
                avancar = 1'b0;
                girar = 1'b1;
            end
        end
        AcompanhandoMuro : begin
            if ({head,left} == 2'b00) begin
                avancar = 1'b0;
                girar = 1'b1;
            end
            if ({head,left} == 2'b01) begin
                avancar = 1'b1;
                girar = 1'b0;
            end
            if ({head,left} == 2'b10) begin
                avancar = 1'b0;
                girar = 1'b1;
            end
            if ({head,left} == 2'b11) begin
                avancar = 1'b0;
                girar = 1'b1;
            end
        end
        default: begin
            avancar = 1'b0;
            girar = 1'b0;
        end
    endcase
end
endmodule

==> impl_results.rst <==
Physical design figures
=======================

.. list-table::
   :header-rows: 1

   * - Metric
     - Value
   * - Number of fillers in the final layout
     - 405
   * - Routed wirelength normalized by instance count
     - 6.30 µm
   * - Drt first-iter violations
     - 5
   * - Distinct cells, synth
     - 12
   * - Unrepaired setup endpoints after global routing
     - false
   * - Cell Rows
     - 21
   * - Placement-stage worst setup slack
     - -0.298 ns
   * - Worst Setup Path Type
     - reg2out
   * - Register area
     - 81.3 µm²
   * - Delay contributed by the slowest stage of the critical path
     - 0.38 ns
   * - Clock share of power
     - 30.4%
   * - Worst setup EP type
     - primary output
   * - Number of cells on the worst reg-to-reg path
     - 4
   * - Via-to-Cell Ratio
     - between 2 and 2.5
   * - H-tree level count
     - 1
   * - Net Switching
     - 93.6 µW
   * - Clock root cell
     - sky130_fd_sc_hd__clkbuf_4
   * - Worst min-delay path category
     - in2async
   * - Final Max-Slew Violation Tally
     - 0
   * - Shortest period the worst path allows
     - 1.96 ns
   * - Deepest clock path buffer count
     - 2
   * - Pleak
     - 0.146 nW
   * - Largest delay contributor family on the critical path
     - flip-flops
   * - Pwr/cell area
     - 809 nW/µm²
   * - Internal Pwr Total
     - approximately 180 µW
   * - Top area cell types
     - sky130_fd_sc_hd__dfrtp_1 (24%), sky130_fd_sc_hd__ha_1 (24%), sky130_fd_sc_hd__dlxtn_1 (15%)
   * - Count of yosys warnings during synthesis
     - 1
   * - Count of input and output buffers
     - 5
   * - Number of register pins that no clock reaches
     - 2
   * - Number of synthesized register bits
     - 4
   * - Number of setup buffers added after CTS
     - 0
   * - Global placer's final weighted congestion
     - 0.707
   * - Clk Latency, worst-skew pair
     - about 0.22 ns
   * - Clock edge transition at the registers on the reported setup and hold paths
     - approximately 0.030 ns
   * - CTS tree
     - yes
   * - Fraction of power consumed by combinational cells
     - 44.1%
   * - Relative area change from synthesis to final layout
     - 67.7%
   * - Top-area cell share
     - between 20% and 30%
   * - Area figure in the yosys stat output
     - 205 µm²
   * - Wire length reported by the detailed router
     - 485 µm
   * - Endpoints failing setup
     - 0
   * - Slowest stage cell on the critical path
     - sky130_fd_sc_hd__dfrtp_1
   * - Sw Share
     - 33.6%
   * - Comb gate area
     - 130 µm²
   * - Sum of net half-perimeters after detailed placement
     - 358 µm
   * - Most area-hungry cell type in the Yosys netlist
     - sky130_fd_sc_hd__dfrtp_1
   * - Worst IR Drop VDD
     - 0.126 mV
   * - Final Worst Setup Slack
     - 0.140 ns
   * - F_max
     - 510 MHz
   * - Clk_skew
     - 0.000569 ns
   * - Final hold violations
     - 0
   * - Max cap viols
     - 0
   * - DRC viols
     - 0
   * - Instance count on the critical path
     - 6
   * - Most used cells in the layout excluding fill and tap cells
     - sky130_fd_sc_hd__ha_1 (3), sky130_fd_sc_hd__clkbuf_4 (3)
   * - Cell area after synthesis
     - ~200 µm²
   * - Die Area
     - 6400 µm²
   * - Top-level port count
     - 6
   * - Buffers plus inverters on the worst setup path
     - 2
   * - Share of the cycle needed by the critical path after routing
     - about 93%
   * - Number of nets still failing antenna checks after routing
     - 0
   * - Cell-by-cell trace of the critical path
     - inv_2 -> ha_4 -> a21oi_2 -> nor3_1 -> dlxtn_2 -> buf_2
   * - N_diodes
     - 0
   * - Global-route wire length before repair
     - around 920 µm
   * - TritonCTS Buffers
     - 3
   * - Run status
     - finished clean
   * - Share of post-route cells with drive strength above 1
     - 32.3%
   * - Core region area
     - around 3400 µm²
   * - Antenna violations before repair
     - 0
   * - Number of warnings in the stage logs
     - 28
   * - Die Span Y
     - 80 µm
   * - Via count of the first global-routing pass
     - 220
   * - Total congestion overflow
     - 0
   * - Critical Path RT
     - 1.68 ns
   * - Setup_tns
     - 0 ns
   * - Synth Instances
     - 22
   * - Setup crit start kind
     - flip-flop
   * - Starting density of the core
     - around 6%
   * - Number of vias in the routed layout
     - around 180
   * - Data arrival, critical path
     - 1.54 ns
   * - Worst-path maximum fanout
     - 3
   * - Number of optimization iterations in the first detailed-route pass
     - 3
   * - X dimension of the die
     - roughly 80 µm
   * - Largest net degree at the start of global routing
     - 6
   * - Post-cts hold-fix buffer tally
     - 0
   * - Mean post-synth cell area
     - 9.33 µm²
   * - Sequential power share
     - 25.5%
   * - Yosys Instances
     - 22
   * - Global-route total usage across every layer
     - 1.88%
   * - Number of unconstrained endpoints
     - 2
[synth_stat cells]
library cell                count
sky130_fd_sc_hd__conb_1         1
sky130_fd_sc_hd__a21oi_1        2
sky130_fd_sc_hd__inv_1          4
sky130_fd_sc_hd__nor2_1         1
sky130_fd_sc_hd__ha_1           4
sky130_fd_sc_hd__dfrtp_1        2
sky130_fd_sc_hd__nor3_1         2
sky130_fd_sc_hd__nand2b_1       1
sky130_fd_sc_hd__dlxtn_1        2
sky130_fd_sc_hd__nor4b_1        1
sky130_fd_sc_hd__a2111oi_1      1
sky130_fd_sc_hd__a211oi_1       1
[layout make-up]
cell class	instances	share of cell area (%)
clock buffers	3	6.55
inverters	4	4.36
multi-input cells	15	37.8
flip-flops and latches	4	23.6
well taps	46	16.7
repair buffers	5	10.9
[worst paths after layout]
| check | startpoint | endpoint | slack [ns] |
|---|---|---|---|
| hold reg to reg | state[1] | state[1] | 0.73 |
| setup reg to reg | state[0] | state[0] | 0.83 |
| min in group clk0 | head | state[1] | 0.60 |
| hold / removal | reset | state[1] | 0.36 |
| setup / recovery | state[0] | avancar | 0.14 |
| max in group asynchronous | reset | state[0] | 1.63 |
[metrics by stage]
step	area [µm²]	instances	utilization (%)	hold WS, ns	power [mW]
5_1_grt	344	77	10.1	0.386	0.317
3_5_place_dp	317	74	9.27	0.607	0.168
4_1_cts	347	77	10.1	0.363	0.283
6_report	344	77	10.1	0.365	0.278
2_1_floorplan	209	23	-	0.161	0.134
3_3_place_gp	317	74	9.27	0.614	0.159
[timing repair]
| action | CTS | global route |
|---|---|---|
| gates resized | 10 | 3 |
| setup endpoints to repair | 2 | 2 |
| hold endpoints to repair | 0 | 0 |
| pin swaps | 3 | 3 |
[registers in the layout, summed over array words and instances, names as in the netlist]
signal and cells:
state 2, avancar 1, girar 1
[worst register-to-register path, delay by kind of cell (launching register included)]
kind	cells	cell delay (ns)
flip-flops	1	0.40
adder cells (fa/ha/maj)	1	0.17
buffers and inverters	1	0.10
AND-OR/OR-AND	2	0.46
[power by group through the flow]
stage         Clock [mW]  Combinational, mW  Sequential (mW)
finish            0.0846              0.123           0.0711
global route      0.0961              0.146           0.0754
CTS               0.0924              0.120           0.0703
[routing by layer]
| metal | track usage, % | up-vias | part of all wire (%) |
|---|---|---|---|
| met1 | 2.00 | 79 | 43 |
| li1 | - | 90 | - |
| met3 | 1.93 | 0 | 20 |
| met4 | 1.06 | 0 | 0 |
| met2 | 2.25 | 6 | 37 |
| met5 | 0 | - | 0 |
[kinds of logic after synthesis]
| logic type | after synthesis | share of synthesized area (%) |
|---|---|---|
| buf+inv | 4 | 7.31 |
| simple gates | 5 | 14.0 |
| compound gates | 4 | 13.4 |
| latches | 2 | 14.6 |
| fa+ha+maj | 4 | 24.4 |
| other cells | 1 | 1.83 |
| flops | 2 | 24.4 |
No activity file was given, so power comes from the tool's default toggle rates.
